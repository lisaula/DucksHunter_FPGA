===== /design/flow/design.v =====
`timescale 1ns / 1ps
module Gun(
	input clk,
	input reset,
	input[9:0]hcount,
	input[9:0]vcount,
	input izq,
	input der,
	input [2:0] bullet_counter,
	output reg [5:0]data,
	output reg draw,
	output reg [9:0] pos_x
    );
	reg [9:0] offset;
	reg [15:0]contador;
	always @(posedge clk)
	begin		
		draw = 0;
		if(vcount>434 && vcount <=465) begin
			if(hcount >= (offset + 26) && hcount <=(offset + 36))begin
				data = 0;
				draw=1;
				pos_x = offset + 26;
			end
		end
		if(vcount>465 && vcount <480)
		begin
			if(hcount >=(offset) && hcount <=(offset+62))
			begin
				draw=1;
				data = 0;
			end
		end
		if(vcount>470 && vcount <475)
		begin
			if(bullet_counter>0)begin
				if(hcount>=(offset +14) && hcount <=(offset+19))begin
					data = 6'b010100;
					draw=1;
				end
			end
			if(bullet_counter>1)begin
				if(hcount>=(offset +24) && hcount <=(offset+29))begin
					data = 6'b010100;
					draw=1;
				end
			end
			if(bullet_counter>2)begin
				if(hcount>=(offset +34) && hcount <=(offset+39))begin
					data = 6'b010100;
					draw=1;
				end
			end
			if(bullet_counter>3)begin
				if(hcount>=(offset +44) && hcount <=(offset+49))begin
					data = 6'b010100;
					draw=1;
				end
			end
		end
		contador = contador +1;
		if(contador >=50000) begin
			contador = 0;
			if(izq) begin
				if(offset >0) begin
					offset = offset - 1;
				end
			end else if(der) begin
				if(offset < 578) begin
					offset = offset + 1;
				end
			end
		end
		if(reset)begin
			offset =0;
		end
	end
endmodule

===== /design/flow/constraint.sdc =====
current_design Gun

set clk_period 8.2
set clk_io_pct 0.2

create_clock -name clk0 -period $clk_period [get_ports {clk}]

set non_clock_inputs [all_inputs -no_clocks]
set_input_delay [expr $clk_period * $clk_io_pct] -clock clk0 $non_clock_inputs
set_output_delay [expr $clk_period * $clk_io_pct] -clock clk0 [all_outputs]

===== /design/flow/config.mk =====
export PLATFORM = sky130hd
export DESIGN_NAME = Gun
export DESIGN_NICKNAME = Gun
export VERILOG_FILES = /design/flow/design.v
export SDC_FILE = /design/flow/constraint.sdc
export NUM_CORES = 4
export LEC_CHECK = 1
export CORE_UTILIZATION = 40

===== /design/flow/run.sh =====
#!/bin/bash
# OpenROAD 26Q1-2900-gdf79404cd8, Yosys 0.63+post, stock flow scripts
make -C /OpenROAD-flow-scripts/flow DESIGN_CONFIG=/design/flow/config.mk WORK_HOME=/design/flow/orfs finish

==> flow_summary.yaml <==
# physical design summary
floorplanning:
  fp-row-count: 43
  ioPinCount: 44
  die_y_um: 123
  core_um2: 14100
  dieWidth_um: 123
  dieArea_um2: 15200
  fp_util_pct: 41.7
clock_network:
  cts-root-buf: "clkbuf_16"
  clk_pin_slew_ns: 0.06
  htreeDepth: 2
  clk_latency_ns: 0.29
  post_cts.repair.setup_buffers: 0
  cts_resized: 0
  clockBufferDepth: 2
  cts_tree: "done"
  holdBufCountCts: 0
  cts_made_buffers: 5
  cts_sinks: 43
power:
  sw_frac_of_total_pct: 27.1
  p_seq_share_pct: 42.0
  leakage_nw: 2.67
  clkPwrFrac_pct: 38.3
  switching_power_mw: 0.140
  p_int_mw: 0.378
  vdd_drop_max_uv: 71.9
  power_density_nw_per_um2: 78.2
  pwr-share-comb_pct: 19.7
synth:
  synthArstFlopShare_pct: 0
  avgSynthCellArea_um2: 8.28
  topCellsByArea: "ha_1, xnor2_1, dfxtp_1"
  synth.top_cell.area_share_pct: 26.8
  synthTopCellsByCount: "ha_1, xnor2_1, nor2_1"
  syn-cell-area_um2: 5880
  yosys_warnings: 1
  yosys_area_um2: 5880
  edf_count: 10
  syn-instance-count: 710
  ys_ff: 43
  yosysMostFrequentCell: "ha_1"
  yosys.area.top_type: "ha_1"
  ys_cells: 710
  ys_seq_share_pct: 16.3
  ff_type: "dfxtp_1"
  synth.distinct_cells: 72
route:
  antennaDiodeCount: 0
  vias_per_cell: 5.59
  ant_nets: 0
  drt_iter0_markers: 317
  vias: 5178
  wl_per_cell_um: 18.7
  routed_wirelength_um: 17300
  drtPass1Iterations: 4
  drc: 0
hold_path:
  worstHoldEndpoint: "data[4]"
  hp-start: "data[4]"
  hold_path_class: "reg -> reg"
  hold_depth: 1
final_timing:
  slew_headroom_pct: 41.2
  tightest_slew_ns: 0.881
  whs_ns: 0.454
  fin_skew_ns: 0.00700
  fin_crit_sh_pct: 57.7
  rsz0062_at_grt: "no"
  clock.fmax_ghz: 0.211
  min_period_ns: 4.73
  slew_viol_final: 0
  finalSetupTns_ns: 0
  hold_viol_final: 0
  setup_violations: 0
  fin_ws_ns: 3.47
grt:
  antenna_found_initial: 0
  track_usage_pct: 24.5
  globalRouteOverflowTotal: 0
  grt_pass1_vias: 4774
  grt_max_degree: 23
  grt_pass1_wl_um: 27300
placement:
  dp_hpwl_um: 12900
  post-place-cells: 918
  io_buffers: 43
  dpl_cell_area_um2: 6470
  pre_cts_ws_ns: 3.23
  gp_congestion: 0.967
critical_path:
  critPathCaptureType: "flip-flop"
  criticalPathCategory: "in -> reg"
  arrival_ns: 4.91
  reg2reg_depth: 15
  reg2reg_slack_ns: 3.63
  timing.rr.start: "offset[1]"
  worstReg2RegEnd: "data[5]"
  cp_max_fo: 12
  cp-start-kind: "input pin"
  cp.required_ns: 8.38
status:
  status: "complete, no violations"
finish:
  final_area_um2: 6620
  fin_cells: 926
  drive_gt1_share_pct: 4.16
  area_growth_pct: 12.7
run:
  warning_count: 46
  drv_cap: 0
-- layer usage --
layer | vias up | wire length [um] | GRT usage, %
li1 | 2629 | - | -
met5 | - | 0 | 0
met1 | 2400 | 8750 | 38.8
met3 | 13 | 990 | 3.86
met4 | 0 | 158 | 2.41
met2 | 136 | 7400 | 36.3
-- layout make-up --
type / instances / area, um^2
Clock inverter: 3 / 23.8
Multi-Input combinational cell: 608 / 4670
Timing Repair Buffer: 50 / 483
Fill cell: 1334 / 7470
Inverter: 37 / 139
Clock buffer: 5 / 125
Tap cell: 180 / 225
Sequential cell: 43 / 961
-- critical path: stages --
cell and delay (ns):
clkdlybuf4s50_1 0.82, ha_1 0.52, and3_1 0.17, nand4_1 0.15, o32ai_1 0.35, a31oi_1 0.10, a2111oi_0 0.43, a31oi_1 0.10
a31oi_1 0.40, and3b_1 0.23
-- sequential cells by signal, indices dropped and copies added, names as in the netlist --
| register | cells |
|---|---|
| offset | 10 |
| pos_x | 10 |
| contador | 16 |
| data | 6 |
| draw | 1 |
-- worst max-delay path by stage --
stage / start / to / slack [ns] / depth (start not counted)
4_1_cts: hcount[8] / data[3] / 3.50 / 10
5_1_grt: hcount[8] / data[5] / 3.14 / 10
6_report: hcount[8] / data[5] / 3.47 / 10
-- cell usage in the layout (no fill, tap or decap), types with 3 or more instances in the layout --
cell type        netlist  layout
edfxtp_1              10      10
or3_1                  5       5
and3b_1                4       4
nor3_1                10      10
dfxtp_1               33      33
o21ai_1                4       4
xnor2_1               84      84
o21bai_1               3       3
nand2_1               42      42
xor2_1                10      10
clkbuf_16              0       5
and3_1                 7       7
nand3_1               17      17
a31oi_1                7       7
o21a_1                 6       6
nor4_1                 4       4
nand4_1               14      14
o21ai_0               31      31
a221oi_1               3       3
buf_4                  0       7
mux2i_1                9       9
a21oi_1               55      55
clkdlybuf4s50_1        0      43
nand2b_1               9       9
o211ai_1               8       8
a211oi_1               7       7
a21o_1                16      16
inv_1                 34      34
nor2b_1               13      13
ha_1                 126     126
and2_1                 4       4
nor2_1                66      66
-- stage by stage --
| step | utilization [%] | power [mW] |
|---|---|---|
| 2_1_floorplan | - | 0.279 |
| 3_3_place_gp | 45.9 | 0.322 |
| 3_5_place_dp | 45.9 | 0.323 |
| 4_1_cts | 47.0 | 0.525 |
| 5_1_grt | 47.0 | 0.546 |
| 6_report | 47.0 | 0.518 |
-- power groups by stage --
stage | logic (mW) | registers [mW] | clock network (mW)
CTS | 0.101 | 0.217 | 0.206
global route | 0.115 | 0.217 | 0.213
finish | 0.102 | 0.217 | 0.198
-- kinds of logic after synthesis --
group | share of synthesized area, %
simple gates | 18.1
fa+ha+maj | 27.2
mux | 1.72
compound gates | 18.5
flops | 16.3
xor+xnor | 14.0
buf+inv | 4.26
No activity file was given, so power comes from the tool's default toggle rates.
