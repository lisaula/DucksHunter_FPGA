--- /design/flow/constraint.sdc ---
current_design Shot_Builder

set clk_period 5.0
set clk_io_pct 0.2

create_clock -name clk0 -period $clk_period [get_ports {clk}]

set non_clock_inputs [all_inputs -no_clocks]
set_input_delay [expr $clk_period * $clk_io_pct] -clock clk0 $non_clock_inputs
set_output_delay [expr $clk_period * $clk_io_pct] -clock clk0 [all_outputs]
--- /design/flow/config.mk ---
export PLATFORM = sky130hd
export DESIGN_NAME = Shot_Builder
export DESIGN_NICKNAME = Shot_Builder
export VERILOG_FILES = /design/flow/design.v
export SDC_FILE = /design/flow/constraint.sdc
export NUM_CORES = 4
export LEC_CHECK = 1
export CORE_UTILIZATION = 30
--- /design/flow/run.sh ---
#!/bin/bash
# OpenROAD 26Q1-2900-gdf79404cd8, Yosys 0.63+post, stock flow scripts
make -C /OpenROAD-flow-scripts/flow DESIGN_CONFIG=/design/flow/config.mk WORK_HOME=/design/flow/orfs finish
--- /design/flow/design.v ---
`timescale 1ns / 1ps
module Shot_Builder(
	input clk,
	input fire, 
	input reset,
	input [9:0] pos_x,
	output signed [9:0]position_y1,
	output [9:0] position_x1,
	output signed [9:0]position_y2,
	output [9:0] position_x2,
	output signed [9:0]position_y3,
	output [9:0] position_x3,
	output signed [9:0]position_y4,
	output [9:0] position_x4,
	output signed [9:0]position_y5,
	output [9:0] position_x5,
	output signed [9:0]position_y6,
	output [9:0] position_x6,
	output signed [9:0]position_y7,
	output [9:0] position_x7,
	output signed [9:0]position_y8,
	output [9:0] position_x8,
	output reg [2:0] contador_balas
    );
	reg [2:0]new_address;
	reg [2:0]address;
	reg signed [9:0] Y_Positions[0:7];
	reg [9:0] X_Positions[0:7];
	reg valid[0:7];
	reg shouldInstantiate;
	integer i;
	wire valid_Bit = valid[new_address];
	wire validBit2 = valid[address];
	wire signed [9:0]position_y;
	assign position_y = Y_Positions[address];
	reg [2:0] debug_address;
	wire bitDebuggin = valid[debug_address];
	reg fin;
	assign position_y1 = Y_Positions[3'd0];
	assign position_x1 =  X_Positions[3'd0];
	assign position_y2 = Y_Positions[3'd1];
	assign position_x2 =  X_Positions[3'd1];
	assign position_y3 = Y_Positions[3'd2];
	assign position_x3 =  X_Positions[3'd2];
	assign position_y4 = Y_Positions[3'd3];
	assign position_x4 =  X_Positions[3'd3];
	assign position_y5 = Y_Positions[3'd4];
	assign position_x5 =  X_Positions[3'd4];
	assign position_y6 = Y_Positions[3'd5];
	assign position_x6 =  X_Positions[3'd5];
	assign position_y7 = Y_Positions[3'd6];
	assign position_x7 =  X_Positions[3'd6];
	assign position_y8 = Y_Positions[3'd7];
	assign position_x8 =  X_Positions[3'd7];
	reg instantiate;	
	reg [15:0] contador;
	reg decrementar;
	always @(posedge clk)  begin
		if(bitDebuggin) begin
			contador_balas= contador_balas+1;
		end
		if(debug_address ==7)begin
			fin = 1;
		end else begin
			debug_address = debug_address+1;
		end
		if(instantiate) begin
			if(valid_Bit) begin
				new_address = new_address+1;
				instantiate=0;
			end
		end
		contador = contador + 1;
		if(contador >= 60000) begin
			contador = 0;
			decrementar=1;
		end
		if(fire) begin
			shouldInstantiate =1;
		end
		if(!fire && shouldInstantiate) begin
			instantiate = 1;
			valid[new_address]= 1'b1; 
			Y_Positions[new_address]=10'sd424; 
			X_Positions[new_address]=pos_x;
			shouldInstantiate =0;
		end
		if(decrementar) begin
			if(fin)begin
				debug_address=0;
				fin = 0;
			end
				if(position_y1 >=$signed(-10)) begin
					Y_Positions[3'd0]=position_y1-1;
				end else begin
					valid[3'd0]= 1'b0;
				end
				if(position_y2 >=$signed(-10)) begin
					Y_Positions[3'd1]=position_y2-1;
				end else begin
					valid[3'd1]= 1'b0;
				end
				if(position_y3 >=$signed(-10)) begin
					Y_Positions[3'd2]=position_y3-1;
				end else begin
					valid[3'd2]= 1'b0;
				end
				if(position_y4 >=$signed(-10)) begin
					Y_Positions[3'd3]=position_y4-1;
				end else begin
					valid[3'd3]= 1'b0;
				end
				if(position_y5 >=$signed(-10)) begin
					Y_Positions[3'd4]=position_y5-1;
				end else begin
					valid[3'd4]= 1'b0;
				end
				if(position_y6 >=$signed(-10)) begin
					Y_Positions[3'd5]=position_y6-1;
				end else begin
					valid[3'd5]= 1'b0;
				end
				if(position_y7 >=$signed(-10)) begin
					Y_Positions[3'd6]=position_y7-1;
				end else begin
					valid[3'd6]= 1'b0;
				end
				if(position_y8 >=$signed(-10)) begin
					Y_Positions[3'd7]=position_y8-1;
				end else begin
					valid[3'd7]= 1'b0;
				end
			decrementar=0;
		end
		address= address +1;
		if(reset) begin
		fin=0;
		debug_address=0;
		contador_balas=0;
			decrementar=0;
			new_address = 0;
			shouldInstantiate=0;
			address= 0;
			instantiate = 0;
			contador = 0;
			for (i=0; i<8; i=i+1) valid[i] = 1'b0;
		end
	 end
endmodule
==> results.txt <==
fresh numbers from the pnr run: static leakage power 4.02 nW, GRT overflow 0, Hold Crit Class reg -> reg, crit path DRT 5.07 ns, synth top area cells edfxtp_1 (56%), dfxtp_1 (8.4%), xor2_1 (4.4%), Fin Hold WS 0.508 ns, post-synthesis compound-gate area fraction 4.41%, post-synth top area cell edfxtp_1, Logic pwr share 1.8%, endpoints failing setup 0, switch share 22.7%, cycle use final 66.7%, CP endpoint kind flip-flop, PD cells 279 mW/mm2, GP Congestion 0.814, Remaining DRCs 0, DR top layer met4, register share after synthesis 64.1%, vias 5669, H-tree levels 4, Synth Area in XOR/XNOR 7.72%, Post-synth EDFFs 160, Worst path slowest cell or3_1, Synth mux share 2.13%, Max Cap Viol 0, Final Hold Vio Count 0, hold-fix buffers at CTS 0, largest net degree at the start of global routing 23, Max clock buf depth 2, peak supply drop 223 uV, met2 routed WL 9090 um, core area 0.0280 mm2, CP most frequent cell o21ai_0, Mapped Area 0.00862 mm2, Routed Antenna Nets 0, Final Util 41.0%, routed wl met3 1720 um, Mapped Cells 677, comb area leader simple AND/OR/NAND/NOR gates, P&R area growth vs syn 33.2%, Post-CTS Setup Inserts 0, DR vias/cell 4.50, Die Ht 172 um, RSZ-0062 raised after global routing no, WL/cell 15.1 um, CP arrival 3.40 ns, First-pass DRT Iterations 4, sequential share of power 55.2%, Placed Area 0.0109 mm2, CTS Sinks 196, share of layout cells above drive strength 1 10.8%, WL final 19100 um, syn_area_per_cell 12.7 um2, met1 WL 8090 um, worst skew pair latency 0.43 ns, antenna violations before repair 0, I/O pin count 176, PortBufs 175, adder share 3.05%, status finished clean, setup tns final 0 ns, Post-CTS Resized 0, die x size 172 um, Max stage delay on crit path 0.53 ns, Rows 61, Yosys Chip Area 0.00862 mm2, Fmax achieved 300 MHz, P_sw 0.730 mW, Main synth FF type edfxtp_1, dpl hpwl 13900 um, clock root buffer clkbuf_16, distinct lib cells 44, Worst Skew 0.0166 ns, aggregate global-route resource usage 13.6%, CTS clk-pin slew, worst paths 0.08 ns, Yosys warning count 1, crit start category flip-flop, CTS tree done, simple share 16.3%, DRT iter0 DRCs 309, Commonest Layout Cell clkdlybuf4s50_1, Initial Utilization 30.8%, Slew @ Worst Pin 0.678 ns, vias in the first global route 5527, Top cells excl fill/tap clkdlybuf4s50_1 (175), edfxtp_1 (160), nor2_1 (74), Top-area cell share 55.7%, Flops after synth 196, first-pass GRT wire length 29600 um, Max-slew headroom 54.6%, final cell count without fillers 1260, Antenna diodes 0, Int Power 2.48 mW, die area 0.0294 mm2, Tmin final 3.34 ns, CTS buffer count 17, # Cells Yosys 677, Worst Setup Path Type reg -> reg, hold path depth 1, design area 0.0115 mm2, dpl cells 1228, tool warnings 35, CP max FO 10, ys async rst share 0%, clock network power share 43.0%, crit path cell chain ha_1 -> a21bo_2 -> o21ai_0 -> o31ai_1 -> o21ai_0 -> a211oi_2 -> buf_4 -> or3_1 -> nand2b_1, worst reg-to-reg path cell count 9, pins over their slew limit 0
[worst max-delay path: cells and delay by family (launching register included)]
family | cells | cell delay, ns
AND/OR/NAND/NOR | 2 | 0.97
flip-flops | 1 | 0.43
AND-OR/OR-AND | 5 | 1.01
buffers and inverters | 1 | 0.22
adder cells (fa/ha/maj) | 1 | 0.36
[cell usage after synthesis (all sizes together) (4+ instances only)]
library cell / count
xnor2: 33
o31a: 8
mux2i: 6
nand2b: 21
o21a: 9
inv: 23
nand2: 60
or3: 33
edfxtp: 160
nor2b: 5
buf: 11
nand3: 20
a21oi: 9
nor3: 36
nor2: 100
ha: 21
clkbuf: 4
and3: 5
mux4: 5
o21ai: 4
xor2: 43
dfxtp: 36
a211oi: 10
[final timing paths]
path | end | from | slack, ns
worst max register to register | Y_Positions[0][1] | contador[0] | 1.66
worst min-delay path | contador[0] | contador[0] | 0.51
worst max-delay path | Y_Positions[0][1] | contador[0] | 1.66
worst min register to register | contador[0] | contador[0] | 0.51
[power by group through the flow]
| stage | clock network (mW) | logic [mW] | registers (mW) |
|---|---|---|---|
| final | 1.38 | 0.0590 | 1.77 |
| after global routing | 1.48 | 0.0661 | 1.77 |
| after CTS | 1.42 | 0.0600 | 1.77 |
[area by class of cell]
type	instances	area, um2
sequential	196	5530
multi-input combinational	443	2930
tap	378	473
inverter	23	86.3
fill	2582	16500
timing repair buffer	188	1850
clock buffer	17	425
clock inverter	15	198
[through the flow]
| step | total power, mW | setup slack [ns] |
|---|---|---|
| after floorplan | 1.83 | 1.91 |
| after global placement | 1.87 | 1.71 |
| after detailed placement | 1.87 | 1.67 |
| after CTS | 3.25 | 1.65 |
| after global routing | 3.32 | 1.41 |
| final | 3.21 | 1.66 |
[per-layer routing]
layer,global-route usage [%],vias up
met5,0,-
met4,1.40,0
met3,4.83,8
met2,22.0,206
met1,18.8,2665
li1,-,2790
[cell families after synthesis]
family	after synthesis
compound gates	50
flops	196
buf+inv	38
simple gates	284
mux	12
xor+xnor	76
fa+ha+maj	21
[sequential cells by signal, indices dropped and copies added, names as in the netlist]
name / flops
X_Positions: 80
new_address: 3
contador: 16
Y_Positions: 80
shouldInstantiate: 1
fin: 1
debug_address: 3
valid: 8
contador_balas: 3
instantiate: 1
Power and IR drop assume default switching activity.
